[flow/config.mk]
export PLATFORM = sky130hd
export DESIGN_NAME = set_time
export DESIGN_NICKNAME = set_time
export VERILOG_FILES = /design/flow/design.v
export SDC_FILE = /design/flow/constraint.sdc
export NUM_CORES = 4
export LEC_CHECK = 1
export CORE_AREA = 10 10 85 85
export DIE_AREA = 0 0 95 95
[flow/constraint.sdc]
current_design set_time

set clk_period 2.0
set clk_io_pct 0.2

create_clock -name clk0 -period $clk_period [get_ports {add}]

set non_clock_inputs [all_inputs -no_clocks]
set_input_delay [expr $clk_period * $clk_io_pct] -clock clk0 $non_clock_inputs
set_output_delay [expr $clk_period * $clk_io_pct] -clock clk0 [all_outputs]
[flow/design.v]
module set_time (add, set_hour, set_minute, hour2, hour1, minute2, minute1, second2, second1);
	input add, set_hour, set_minute;
	output reg [3:0] hour2, hour1, minute2, minute1, second2, second1;
	always @(posedge add)
	begin
	if(set_minute & ~set_hour)
		begin
		minute1 <= minute1 + 1;
		if (minute1 > 8)
			begin
			minute2 <= minute2 + 1;
			minute1 <= 0;
			end
		if (minute2 > 5)
			minute2 <= 0;
		if((minute2 == 5)&(minute1 == 9))
			begin
			minute2 <= 0;
			minute1 <= 0;
			end
		end
	else if (~set_minute & set_hour)
		begin
		hour1 <= hour1 + 1;
			if (hour1 > 8)
				begin
				hour2 <= hour2 + 1;
				hour1 <= 0;
				end
		if (hour2 == 2)
			if (hour1 > 2)
				begin
				hour2 <= 0;
				hour1 <= 0;
				end
		end
	else ;
	end
endmodule
[flow/run.sh]
#!/bin/bash
# OpenROAD 26Q1-2900-gdf79404cd8, Yosys 0.63+post, stock flow scripts
make -C /OpenROAD-flow-scripts/flow DESIGN_CONFIG=/design/flow/config.mk WORK_HOME=/design/flow/orfs finish
==> flow_summary.yaml <==
# synthesis and place-and-route metrics
worst_hold_path:
  holdPathEnd: "hour2[3]"
  whs_path_depth: 1
  holdCritStartpoint: "hour2[3]"
  hold_class: "flop to flop"
clock_tree:
  clockBufferDepth: 2
  post-cts-setup-buffer-count: 0
  clk_pin_slew_ps: 70
  ctsResizeCount: 0
  cts_tree: "yes"
  insertion_delay_ps: 250
  cts_hold_buf: 0
  cts_made_buffers: 3
  htree_levels: 1
  cts-root-buf: "clkbuf_8"
  cts_sinks: 16
setup_path:
  path_buffers: 1
  worst_path_max_delay_cell: "a21boi_0"
  worstRegToRegCells: 5
  cp-start-kind: "flop"
  r2r-end: "minute2[3]"
  cp.arrival_ps: 1720
  r2r_setup_slack_ps: 160
  worstReg2RegStart: "minute1[1]"
  crit_family: "AND-OR/OR-AND gates"
  cp.required_ps: 1880
  cp_max_fo: 5
  crit_type: "flop to flop"
  path_cells: "inv_1, ha_1, and4b_4, a221oi_2, a21boi_0"
  end_kind: "flop"
  critPathMaxStageDelay_ps: 490
global_route:
  grt_max_degree: 10
  met1_usage: 0.0616
  grt_pass1_wl_um: 3410
  use_met3: 0.0224
  grt_overflow: 0
  antenna_found_initial: 0
  grt_pass1_vias: 729
  grt_usage: 0.0474
  busiest_layer: "met2"
  grt_use_met2: 0.0738
synth:
  post-synth-top-area-fraction: 0.462
  syn_area_um2: 1040
  yosys.stat.seqShare: 0.462
  ys_ff: 16
  top_cells_by_count: "edfxtp_1, ha_1, inv_1"
  synth_cell_types: 31
  yosysMostFrequentCell: "edfxtp_1"
  top_cells_by_area: "edfxtp_1, ha_1, buf_4"
  synth-edff-count: 16
  yosys_area_um2: 1040
  postSynthAreaPerCell_um2: 10.8
  synth_area_leader_cell: "edfxtp_1"
  synth_cells: 96
  yosys_warnings: 9
  ys_cells: 96
  flop_cell: "edfxtp_1"
  synthArstFlopShare: 0
drt:
  wl_per_cell_um: 10.7
  viasPerCell: 3.66
  n_antenna_cell: 0
  drt_iter0_markers: 23
  dr.pass1.iters: 3
  ant_nets: 0
  via_count: 696
  drc: 0
  finalWirelength_um: 2030
timing:
  final.setup.tns_ps: 0
  grt_setup_unrepaired: "no"
  fin_ws_ps: 159
  slew_headroom: 0.629
  finalSetupViolCount: 0
  fmax_mhz: 543
  tightest_slew_ps: 551
  finalCriticalPeriod_ps: 1840
  drv_slew: 0
  hold_viol_final: 0
  final.setup_skew_ps: 8.34
  finalCritPeriodShare: 0.920
pwr:
  swShare: 0.221
  p_per_area_nw_per_um2: 556
  p_int_uw: 578
  pwr-share-seq: 0.546
  vdd_drop_max_mv: 0.188
  p_switching_uw: 164
  power.share.clock: 0.334
  power.leakage_uw: 0.000533
  combPwrFrac: 0.120
placed_design:
  gp_congestion: 0.757
  io_buffers: 18
  dp_hpwl_um: 1620
  dp_worst_setup_slack_ps: 102
  place_area_um2: 1290
job:
  maxCapViolCount: 0
  warnings: 31
run_status:
  status: "complete, no violations"
floorplan:
  die_h_um: 95
  die_w_um: 95
  chipArea_um2: 9030
  row_count: 27
  core_area_um2: 5470
  boundaryPins: 27
  fp_util: 0.190
finish:
  area_growth_pct: 28.2
  drive_gt1_frac: 0.119
  final_area_um2: 1340
-- state kept, by name (all words and copies together), names as in the netlist --
| signal | flops |
|---|---|
| hour1 | 4 |
| minute2 | 4 |
| hour2 | 4 |
| minute1 | 4 |
-- worst max-delay path by stage --
stage               from          to  slack, ps  cells after the start
CTS           minute1[1]  minute2[3]        130                      5
global route  minute1[1]  minute2[3]         10                      5
finish        minute1[1]  minute2[3]        160                      5
-- layer usage --
layer	part of all wire	routed length [µm]
met1	0.43	863
met4	0	0
met2	0.47	947
met5	0	0
met3	0.11	216
-- placed cells by master, fill, tap and decap left out, types with 4 or more instances in the layout --
| cell | count |
|---|---|
| a21oi_1 | 6 |
| and2_2 | 4 |
| clkdlybuf4s50_1 | 18 |
| conb_1 | 8 |
| edfxtp_1 | 16 |
| ha_1 | 10 |
| inv_1 | 10 |
| nor2_1 | 4 |
| nor2b_1 | 4 |
| o21ai_0 | 4 |
-- area by class of cell --
cell class,count,area (µm²)
tap,72,90.1
clock inverter,1,3.75
fill,588,4140
sequential,16,480
multi-input combinational,67,479
clock buffer,3,41.3
inverter,10,37.5
timing repair buffer,21,203
-- power by group through the flow --
stage                 combinational [µW]  clock, µW  sequential [µW]
after global routing                 105        275              408
final                               89.0        248              406
after CTS                           92.7        258              406
-- logic make-up (layout without fill, tap and decap cells) --
family	count (synthesis)	after routing	synth area share
flops	16	16	0.462
compound gates	14	14	0.0841
buf+inv	20	35	0.103
xor+xnor	3	3	0.0252
fa+ha+maj	10	10	0.120
other cells	1	8	0.00360
simple gates	32	32	0.202
-- through the flow --
stage / hold WS, ps / cells / power [µW] / util
after floorplan: 571 / 103 / 465 / -
after CTS: 642 / 190 / 756 / 0.244
final: 634 / 190 / 743 / 0.244
after global routing: 661 / 190 / 789 / 0.244
after global placement: 621 / 186 / 505 / 0.236
after detailed placement: 632 / 186 / 505 / 0.236
No activity file was given, so power comes from the tool's default toggle rates.
