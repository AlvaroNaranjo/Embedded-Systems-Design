--- config.mk ---
export PLATFORM = sky130hd
export DESIGN_NAME = LCD_Display
export DESIGN_NICKNAME = LCD_Display
export VERILOG_FILES = /design/flow/design.v
export SDC_FILE = /design/flow/constraint.sdc
export NUM_CORES = 4
export LEC_CHECK = 1
export CORE_UTILIZATION = 40
--- constraint.sdc ---
current_design LCD_Display

set clk_period 2.9
set clk_io_pct 0.2

create_clock -name clk0 -period $clk_period [get_ports {iCLK_50MHZ}]

set non_clock_inputs [all_inputs -no_clocks]
set_input_delay [expr $clk_period * $clk_io_pct] -clock clk0 $non_clock_inputs
set_output_delay [expr $clk_period * $clk_io_pct] -clock clk0 [all_outputs]
--- design.v ---
module LCD_display_string(index,out,state_code);
input [4:0] index;
input [4:0] state_code;
output [7:0] out;
reg [7:0] out;
   always 
     case (index)
	5'h00: case (state_code)
			 5'b10000: out <= 8'h44; 
			 default: out <= 8'h53; 
			 endcase
	5'h01: case (state_code)
			 5'b00000: out <= 8'h74; 
			 5'b10000: out <= 8'h6F; 
			 default: out <= 8'h65; 
			 endcase
	5'h02: case (state_code)
			 5'b00000: out <= 8'h61; 
			 5'b10000: out <= 8'h6E; 
			 default: out <= 8'h74; 
			 endcase
	5'h03: case (state_code)
			 5'b00000: out <= 8'h72; 
			 5'b10000: out <= 8'h65; 
			 default: out <= 8'h20; 
			 endcase
	5'h04: case (state_code)
			 5'b00000: out <= 8'h74; 
			 5'b00001: out <= 8'h43; 
			 5'b00010: out <= 8'h4D; 
			 5'b00100: out <= 8'h54; 
			 5'b01000: out <= 8'h53; 
			 5'b10000: out <= 8'h20; 
			 default: out <= 8'h20; 
			 endcase
	5'h05: case (state_code)
			 5'b00001: out <= 8'h6C; 
			 5'b00010: out <= 8'h65; 
			 5'b00100: out <= 8'h69; 
			 5'b01000: out <= 8'h69; 
			 default: out <= 8'h20; 
			 endcase
	5'h06: case (state_code)
			 5'b00001: out <= 8'h6F; 
			 5'b00010: out <= 8'h61; 
			 5'b00100: out <= 8'h6D; 
			 5'b01000: out <= 8'h7A; 
			 default: out <= 8'h20; 
			 endcase
	5'h07: case (state_code)
			 5'b00001: out <= 8'h63; 
			 5'b00010: out <= 8'h6C; 
			 5'b00100: out <= 8'h65; 
			 5'b01000: out <= 8'h65; 
			 default: out <= 8'h20; 
			 endcase
	5'h08: case (state_code)
			 5'b00001: out <= 8'h6B; 
			 default: out <= 8'h20; 
			 endcase
	5'h10: out <= 8'h50; 
	5'h11: out <= 8'h72; 
	5'h12: out <= 8'h65; 
	5'h13: out <= 8'h73; 
	5'h14: out <= 8'h73; 
	5'h15: out <= 8'h20; 
	5'h16: out <= 8'h4F; 
	5'h17: out <= 8'h6B; 
	default: out <= 8'h20;
   endcase
endmodule
module LCD_Display(iCLK_50MHZ, iRST_N, state_code, 
	LCD_RS,LCD_E,LCD_RW,DATA_BUS);
input iCLK_50MHZ, iRST_N;  
input [4:0] state_code;
output LCD_RS, LCD_E, LCD_RW;
inout [7:0] DATA_BUS;
parameter
HOLD = 4'h0,
FUNC_SET = 4'h1,
DISPLAY_ON = 4'h2,
MODE_SET = 4'h3,
Print_String = 4'h4,
LINE2 = 4'h5,
RETURN_HOME = 4'h6,
DROP_LCD_E = 4'h7,
RESET1 = 4'h8,
RESET2 = 4'h9,
RESET3 = 4'ha,
DISPLAY_OFF = 4'hb,
DISPLAY_CLEAR = 4'hc;
reg [3:0] state, next_command;
reg [7:0] DATA_BUS_VALUE;
wire [7:0] Next_Char;
reg [19:0] CLK_COUNT_400HZ;
reg [4:0] CHAR_COUNT;
reg CLK_400HZ, LCD_RW_INT, LCD_E, LCD_RS;
assign DATA_BUS = (LCD_RW_INT? 8'bZZZZZZZZ: DATA_BUS_VALUE);
LCD_display_string u1(
.index(CHAR_COUNT),
.out(Next_Char),
.state_code(state_code));
assign LCD_RW = LCD_RW_INT;
always @(posedge iCLK_50MHZ or negedge iRST_N)
	if (!iRST_N)
	begin
	   CLK_COUNT_400HZ <= 20'h00000;
	   CLK_400HZ <= 1'b0;
	end
	else if (CLK_COUNT_400HZ < 20'h0F424)
	begin
	   CLK_COUNT_400HZ <= CLK_COUNT_400HZ + 1'b1;
	end
	else
	begin
	  CLK_COUNT_400HZ <= 20'h00000;
	  CLK_400HZ <= ~CLK_400HZ;
	end
always @(posedge CLK_400HZ or negedge iRST_N)
	if (!iRST_N)
	begin
	 state <= RESET1;
	end
	else
	case (state)
	RESET1:			
	begin
	  LCD_E <= 1'b1;
	  LCD_RS <= 1'b0;
	  LCD_RW_INT <= 1'b0;
	  DATA_BUS_VALUE <= 8'h38;
	  state <= DROP_LCD_E;
	  next_command <= RESET2;
	  CHAR_COUNT <= 5'b00000;
	end
	RESET2:
	begin
	  LCD_E <= 1'b1;
	  LCD_RS <= 1'b0;
	  LCD_RW_INT <= 1'b0;
	  DATA_BUS_VALUE <= 8'h38;
	  state <= DROP_LCD_E;
	  next_command <= RESET3;
	end
	RESET3:
	begin
	  LCD_E <= 1'b1;
	  LCD_RS <= 1'b0;
	  LCD_RW_INT <= 1'b0;
	  DATA_BUS_VALUE <= 8'h38;
	  state <= DROP_LCD_E;
	  next_command <= FUNC_SET;
	end
	FUNC_SET:
	begin
	  LCD_E <= 1'b1;
	  LCD_RS <= 1'b0;
	  LCD_RW_INT <= 1'b0;
	  DATA_BUS_VALUE <= 8'h38;
	  state <= DROP_LCD_E;
	  next_command <= DISPLAY_OFF;
	end
	DISPLAY_OFF:
	begin
	  LCD_E <= 1'b1;
	  LCD_RS <= 1'b0;
	  LCD_RW_INT <= 1'b0;
	  DATA_BUS_VALUE <= 8'h08;
	  state <= DROP_LCD_E;
	  next_command <= DISPLAY_CLEAR;
	end
	DISPLAY_CLEAR:
	begin
	  LCD_E <= 1'b1;
	  LCD_RS <= 1'b0;
	  LCD_RW_INT <= 1'b0;
	  DATA_BUS_VALUE <= 8'h01;
	  state <= DROP_LCD_E;
	  next_command <= DISPLAY_ON;
	end
	DISPLAY_ON:
	begin
	  LCD_E <= 1'b1;
	  LCD_RS <= 1'b0;
	  LCD_RW_INT <= 1'b0;
	  DATA_BUS_VALUE <= 8'h0C;
	  state <= DROP_LCD_E;
	  next_command <= MODE_SET;
	end
	MODE_SET:
	begin
	  LCD_E <= 1'b1;
	  LCD_RS <= 1'b0;
	  LCD_RW_INT <= 1'b0;
	  DATA_BUS_VALUE <= 8'h06;
	  state <= DROP_LCD_E;
	  next_command <= Print_String;
	end
	Print_String:
	begin
	  state <= DROP_LCD_E;
	  LCD_E <= 1'b1;
	  LCD_RS <= 1'b1;
	  LCD_RW_INT <= 1'b0;
	  if (Next_Char[7:4] != 4'h0)
		DATA_BUS_VALUE <= Next_Char;
	  else if (Next_Char[3:0] >9)
		 DATA_BUS_VALUE <= {4'h4,Next_Char[3:0]-4'h9};
	  else
		 DATA_BUS_VALUE <= {4'h3,Next_Char[3:0]};
	  if ((CHAR_COUNT < 31) && (Next_Char != 8'hFE))
	     CHAR_COUNT <= CHAR_COUNT + 1'b1;
	  else
	     CHAR_COUNT <= 5'b00000; 
	  if (CHAR_COUNT == 15)
	    next_command <= LINE2;
	  else if ((CHAR_COUNT == 31) || (Next_Char == 8'hFE))
	    next_command <= RETURN_HOME;
	  else
	    next_command <= Print_String;
	end
	LINE2:
	begin
	  LCD_E <= 1'b1;
	  LCD_RS <= 1'b0;
	  LCD_RW_INT <= 1'b0;
	  DATA_BUS_VALUE <= 8'hC0;
	  state <= DROP_LCD_E;
	  next_command <= Print_String;
	end
	RETURN_HOME:
	begin
	  LCD_E <= 1'b1;
	  LCD_RS <= 1'b0;
	  LCD_RW_INT <= 1'b0;
	  DATA_BUS_VALUE <= 8'h80;
	  state <= DROP_LCD_E;
	  next_command <= Print_String;
	end
	DROP_LCD_E:
	begin
	  LCD_E <= 1'b0;
	  state <= HOLD;
	end
	HOLD:
	begin
	  state <= next_command;
	end
	endcase
endmodule
--- run.sh ---
#!/bin/bash
# OpenROAD 26Q1-2900-gdf79404cd8, Yosys 0.63+post, stock flow scripts
make -C /OpenROAD-flow-scripts/flow DESIGN_CONFIG=/design/flow/config.mk WORK_HOME=/design/flow/orfs finish
==> results.sh <==
# flow metrics
export IMPL_fmax_ghz=0.566
export IMPL_finalSetupViolCount=0
export IMPL_cts_resized=0
export IMPL_grt_antenna_before_repair=0
export IMPL_cts_setup_buffers=0
export IMPL_yosysUniqueCellTypes=63
export IMPL_ys_warn_count=3
export IMPL_top_cell="nor2_1"
export IMPL_fin_hold_ws_ps=517
export IMPL_path_class="reg -> reg"
export IMPL_total_power_uw=771
export IMPL_worstPathArrival_ps=1880
export IMPL_untimed_endpoints=52
export IMPL_syn_cell_area_um2=2950
export IMPL_simple_gate_area_share_pct=24.5
export IMPL_syn_inst=331
export IMPL_ys_seq_share_pct=40.6
export IMPL_dieArea_um2=7730
export IMPL_antenna_left=0
export IMPL_netlist_logic_family_top="simple AND/OR/NAND/NOR gates"
export IMPL_viasPerCell=5.71
export IMPL_final_core_util_pct=44.7
export IMPL_dieHeight_um=87.9
export IMPL_drive_above_1_share_pct=6.21
export IMPL_drtIter0Drc=175
export IMPL_synthAoiAreaFrac_pct=19.6
export IMPL_mux_area_share_pct=0.339
export IMPL_yosys_area_share_adder_pct=2.97
export IMPL_required_ps=3020
export IMPL_hold_viol=0
export IMPL_ys_area_um2=2950
export IMPL_num_antenna_cells=0
export IMPL_ys_top_cells_by_area="dfrtp_1 (20%), edfxtp_1 (19%), nor2_1 (4.8%), xor2_1 (4.2%), a21oi_1 (3.6%)"
export IMPL_fin_crit_ps=1770
export IMPL_syn_to_final_growth_pct=5.26
export IMPL_path_clk_slew_ps=70
export IMPL_core_area_um2=6940
export IMPL_place_congestion=0.883
export IMPL_ioPinCount=18
export IMPL_status="finished clean"
export IMPL_holdPathStages=1
export IMPL_grt_overflow_total=0
export IMPL_drc=0
export IMPL_leakage_uw=0.00108
export IMPL_fillers=682
export IMPL_maxCapViolCount=0
export IMPL_rsz0062_at_grt="no"
export IMPL_edf_count=19
export IMPL_warning_count=29
export IMPL_ys_cells=331
export IMPL_portBuffers=8
export IMPL_num_rows=30
export IMPL_top_area_cell="dfrtp_1"
export IMPL_grt_pass1_vias=2094
export IMPL_tightestPinTransition_ps=802
export IMPL_grtUsageTotal_pct=17.0
export IMPL_grt_pass1_wl_um=10200
export IMPL_unclocked_pins=23
export IMPL_clkLatencyLatePin_ps=250
export IMPL_first_pass_iters=4
export IMPL_vias=2386
export IMPL_reg2reg_depth=6
export IMPL_cts_tree="done"
export IMPL_worstPathCellList="nor4_1 -> nand2_1 -> a21oi_1 -> o21ai_1 -> buf_4 -> xor2_1"
export IMPL_cts_buffers_inserted=3
export IMPL_start_kind="register"
export IMPL_clock_skew_ps=2.41
export IMPL_grt_start_max_net_pins=31
export IMPL_synthFlopType="dfrtp_1"
export IMPL_min_path_type="reg -> reg"
export IMPL_initCoreUtil_pct=42.5
export IMPL_maxSlewViolCount=0
export IMPL_dp_hpwl_um=4200
export IMPL_ir_drop_mv=0.382
export IMPL_final_cells=418
export IMPL_tns_ps=0
export IMPL_critPathSlowestCell="dfrtp_1"
export IMPL_path_max_fanout=10
export IMPL_routed_wl_um=6020
export IMPL_ys_ff=44
export IMPL_die_w_um=87.9
export IMPL_p_per_area_nw_per_um2=248
export IMPL_synth_async_reset_ratio_pct=56.8
export IMPL_postSynthAreaPerCell_um2=8.92
export IMPL_top_cell_area_share_pct=20.3
export IMPL_netlist_top_cells_count="nor2_1 (38), nand2_1 (28), dfrtp_1 (24), a21oi_1 (21), edfxtp_1 (19)"
export IMPL_period_used_pct=60.9
export IMPL_cts_max_level=1
export IMPL_cts_root_buffer="clkbuf_8"
export IMPL_clockBufferDepth=2
export IMPL_drt_wirelength_per_cell_um=14.4
export IMPL_max_slew_margin_pct=46.5
export IMPL_placed_cells=414
export IMPL_cts_hold_buf=0
export IMPL_critPathMaxStageDelay_ps=420
export IMPL_ys_sh_xor_pct=6.23
export IMPL_crit_path_end_kind="register"
## path summary, 6_finish.rpt
kind | startpoint | to | slack [ps]
worst max register to register | CLK_COUNT_400HZ[8] | CLK_400HZ | 1130
worst min register to register | CLK_COUNT_400HZ[15] | CLK_COUNT_400HZ[15] | 520
min in group asynchronous | iRST_N | CLK_COUNT_400HZ[3] | 700
worst max-delay path | CLK_COUNT_400HZ[8] | CLK_400HZ | 1130
worst min-delay path | CLK_COUNT_400HZ[15] | CLK_COUNT_400HZ[15] | 520
max in group asynchronous | iRST_N | CLK_COUNT_400HZ[2] | 1930
## kinds of logic after synthesis
group	count (synthesis)
and+or+nand+nor	134
AOI/OAI and AO/OA	84
DFF	44
buffers and inverters	39
xor gates and xnor gates	21
adders and majority gates	7
other	1
muxes	1
## state kept, by name, summed over array words and instances, names as in the netlist
name and count:
CLK_COUNT_400HZ 20, LCD_E 1, DATA_BUS 8, LCD_RS 1
next_command 4, CHAR_COUNT 5, CLK_400HZ 1, state 4
## cell type report
cell class,count,area (µm²),area share (%)
inverter,12,45.0,1.45
timing repair buffer,10,95.1,3.06
clock inverter,1,5.00,0.161
tap,96,120,3.87
multi-input combinational,252,1600,51.6
clock buffer,3,41.3,1.33
sequential,44,1200,38.5
## report_power, final
group          internal, µW  switching, µW  total, µW
registers               479           42.1        522
clock network          95.4           88.9        184
logic                  23.1           42.5       65.6
total                   598            174        771
## metrics by stage
step / setup slack, ps / area [µm²]
2_1_floorplan: 1460 / 2970
3_3_place_gp: 1110 / 3060
3_5_place_dp: 1130 / 3060
4_1_cts: 1110 / 3110
5_1_grt: 995 / 3110
6_report: 1130 / 3110
## metal layers
layer	up-vias	track usage [%]	share of wire (%)
met5	-	0	0
met4	0	1.64	0.93
met3	6	2.00	3.9
met2	53	25.2	44
met1	1117	28.5	51
li1	1210	-	-
## critical path, delay by kind of cell, from the launching register on
family	cells	cell delay (ps)
xor gates and xnor gates	1	140
DFF	1	420
buffers and inverters	1	270
and+or+nand+nor	2	360
AOI/OAI and AO/OA	2	440
## placed cells by master, fill, tap and decap left out, drive strengths merged, types with 6 or more instances in the layout
cell type       n
xor2           14
ha              7
dfrtp          24
nor2           39
edfxtp         19
nor4            9
xnor2           7
a21oi          21
nor3           10
a211oi          6
clkdlybuf4s50   8
nand2          28
inv            12
o21ai          16
nand3          14
