--- flow/config.mk ---
export PLATFORM = sky130hd
export DESIGN_NAME = executer
export DESIGN_NICKNAME = executer
export VERILOG_FILES = /design/flow/design.v
export SDC_FILE = /design/flow/constraint.sdc
export NUM_CORES = 4
export LEC_CHECK = 1
export CORE_UTILIZATION = 50
--- flow/constraint.sdc ---
current_design executer

set clk_period 24.0
set clk_io_pct 0.2

create_clock -name clk0 -period $clk_period [get_ports {Clk}]

set non_clock_inputs [all_inputs -no_clocks]
set_input_delay [expr $clk_period * $clk_io_pct] -clock clk0 $non_clock_inputs
set_output_delay [expr $clk_period * $clk_io_pct] -clock clk0 [all_outputs]
--- flow/design.v ---
module executer (
	input Clk, nLoad,
	input [31:0] delay, PulseAngleRot,
	input [3:0] shour2, shour1, sminute2, sminute1, ssecond2, ssecond1, 
	input [3:0] chour2, chour1, cminute2, cminute1, csecond2, csecond1,
	output reg ME, MT1, MT2);
	reg [3:0] thour2 = 3, thour1, tminute2, tminute1, tsecond2, tsecond1; 
	reg [31:0] count = 0;
	reg active = 0;
	initial begin
	ME <= 0; MT1 <= 0; MT2 <= 0;
	end
	always @ (posedge Clk, negedge nLoad)
	begin
	if (~nLoad)
	begin
		thour2 <= shour2; thour1 <= shour1; tminute2 <= sminute2; tminute1 <= sminute1; tsecond2 <= ssecond2; tsecond1 <= ssecond1;
	end
	else
	begin
	if((thour2 == chour2)&(thour1 == chour1)&(tminute2 == cminute2)&(tminute1 == cminute1)&(tsecond2 == csecond2)&(tsecond1 == csecond1))
		active <= 1;
	if(active)
		begin
		count <= count + 1;
		if (count < PulseAngleRot) begin
			ME <= 1; MT1 <= 1; MT2 <= 0;
			end
		if((count >= PulseAngleRot) & (count < (PulseAngleRot + delay))) begin
			ME <= 0; MT1 <= 0; MT2 <= 0;
			end
		if((count >= (PulseAngleRot + delay)) & (count <(PulseAngleRot + delay + (PulseAngleRot + 700000) ))) begin
			ME <= 1; MT1 <= 0; MT2 <= 1;
			end
		if(count >= (PulseAngleRot + delay + (PulseAngleRot + 700000))) begin
			ME <= 0; MT1 <= 0; MT2 <= 0;
			count <= 0; 
			active <= 0;
			end
		end
	end
	end
endmodule
--- flow/run.sh ---
#!/bin/bash
# OpenROAD 26Q1-2900-gdf79404cd8, Yosys 0.63+post, stock flow scripts
make -C /OpenROAD-flow-scripts/flow DESIGN_CONFIG=/design/flow/config.mk WORK_HOME=/design/flow/orfs finish
==> reports/qor.csv <==
stage,metric,value,unit
flow_run,openroad.warnings,27,
final_timing,clock_skew,0.00746,ns
worst_setup_path,cp-start-kind,input pin,
final_timing,rsz0062_at_grt,no,
final_timing,worst_slew_pin_slew,0.696,ns
final_timing,slew-limit-headroom,53.2,%
finish,logic_area,6310,sq um
final_timing,min_period,11.84,ns
finish,lay_top_count,ha_1,
floorplanning,die-height,129,microns
final_timing,setup_viol,0,
finish,areaGrowthSynthToFinish,19.2,%
worst_setup_path,cp.arrival,11.84,ns
final_timing,fin_tns_setup,0,ns
routing,num_vias,7067,
floorplanning,fp-utilization,51.1,%
synth,flop_cell,edfxtp_1,
synth,syn_area,8120,sq um
synth,avgSynthCellArea,8.46,sq um
worst_setup_path,cp_data_required_time,24.00,ns
cts,hold_buffers,0,
place,dpl.hpwl,15.7,mm
routing,first_iter_violations,293,
place,portBuffers,116,
synth,numSynthFlops,60,
floorplanning,die_w,129,microns
global_route,grt_max_degree,35,
worst_setup_path,endpoint_kind,flip-flop,
synth,ys_types,61,
power,powerDensity,69.8,nW/um^2
cts,cts_tree,built,
cts,post_cts_resized,0,
final_timing,drv_slew,0,
worst_setup_path,cpPeakStageDelay,0.54,ns
power,p_leak,4.69,nW
routing,diodes,0,
routing,avgRoutedWirePerCell,14.2,microns
place,place_congestion,0.896,
synth,ys_warn_count,7,
worst_setup_path,cp_slowest_cell,clkdlybuf4s50_1,
finish,mostFrequentLayoutCells,"ha_1 (187), clkdlybuf4s50_1 (116), inv_1 (89), nor2_1 (77), a21oi_1 (70)",
cts,h-tree-depth,2,
global_route,grt_pass1_vias,6523,
cts,cts_buffers,5,
finish,drive_gt1_share,2.13,%
final_timing,period_used_share,49.3,%
power,ir_worst_vdd,0.0526,mV
floorplanning,fp.coreArea,15900,sq um
routing,routed_wirelength,18.4,mm
floorplanning,ios,117,
routing,ant_nets,0,
cts,cts.clk_slew.worst_paths,0.05,ns
synth,synthCells,960,
floorplanning,row_count,46,
cts,cts.path.max_buffers,2,
global_route,antenna_found_initial,0,
global_route,grt_pass1_wl,31.1,mm
final_timing,untimed_endpoints,24,
global_route,grt_usage,23.8,%
worst_setup_path,crit_top_cell,ha_1,
global_route,grt_overflow,0,
cts,cts_setup_buffers,0,
finish,fill_cells,1398,
status,status,finished clean,
finish,register_area,1440,sq um
final_timing,fmax,0.0845,GHz
synth,ys_area,8120,sq um
flow_run,maxCapViolCount,0,
worst_setup_path,cp_max_fo,34,
routing,firstDrtPassIters,5,
synth,async_reset_ff_share,0,%
final_timing,holdWs,0.673,ns
final_timing,hold_viol_final,0,
final_timing,unclocked_regs,24,
cts,cts_root_buf,clkbuf_16,
place,placedCellCount,1287,
routing,avgViaCountPerCell,5.46,
cts,clk_latency,0.27,ns
synth,ys_cells,960,
worst_hold_path,hp-class,flip-flop to flip-flop,
worst_setup_path,critical_path_class,input pin to flip-flop,
routing,drc_errors,0,
finish,stdcell_count,1295,
floorplanning,dieArea,16800,sq um
synth,edf_count,36,
-- worst max-delay path: cells and delay by family --
kind	cells	cell delay [ns]
and+or+nand+nor	8	1.49
AOI/OAI and AO/OA	13	2.71
buffers and inverters	3	0.93
muxes	1	0.15
xor gates and xnor gates	1	0.15
adders and majority gates	5	1.59
-- synth_stat cells (10+ instances only) --
cell	number	area share, %
nand3_1	24	1.5
o21ai_0	37	2.3
nor2_1	77	3.6
and3_1	12	0.92
nand2_1	42	1.9
xnor2_1	43	4.6
nor4_1	10	0.77
dlxtn_1	24	4.4
ha_1	187	29
nand4_1	27	2.1
edfxtp_1	36	13
a21oi_1	70	4.3
xor2_1	68	7.3
inv_1	89	4.1
a21o_1	69	6.4
nand2b_1	14	1.1
-- logic make-up after synthesis --
| family | after synthesis | share of synthesized area [%] |
|---|---|---|
| flip-flops | 36 | 13.3 |
| buffers and inverters | 97 | 4.53 |
| XOR/XNOR | 111 | 12.0 |
| AND-OR/OR-AND | 252 | 20.7 |
| latches | 24 | 4.44 |
| AND/OR/NAND/NOR | 248 | 15.4 |
| adder cells (fa/ha/maj) | 189 | 29.3 |
| multiplexers | 3 | 0.370 |
-- power by group --
group | leakage [nW] | switching [mW] | internal, mW
clock network | 0.0645 | 0.0223 | 0.0380
registers | 0.537 | 0.0337 | 0.105
logic | 4.09 | 0.256 | 0.221
-- state kept, by name (all words and copies together) (netlist names) --
signal / count
ME: 1
MT1: 1
MT2: 1
active: 1
count: 32
thour1: 4
thour2: 4
tminute1: 4
tminute2: 4
tsecond1: 4
tsecond2: 4
-- stage by stage --
stage | util [%] | power, mW | area, sq um | setup slack, ns
floorplan | - | 0.489 | 8120 | 13.32
global placement | 60.1 | 0.615 | 9540 | 12.08
detailed placement | 60.1 | 0.615 | 9540 | 11.88
CTS | 61.0 | 0.682 | 9680 | 12.15
global route | 61.0 | 0.759 | 9680 | 11.52
finish | 61.0 | 0.676 | 9680 | 12.16
-- path summary, 6_finish.rpt --
kind	end	cells after the start	from	slack (ns)
setup / recovery	MT1	31	PulseAngleRot[0]	12.16
hold / removal	count[0]	1	count[0]	0.67
setup reg to reg	MT1	11	count[0]	20.83
hold reg to reg	count[0]	1	count[0]	0.67
-- per-layer routing --
layer | global-route usage, % | vias to the layer above | part of all wire, % | routed length [microns]
met3 | 1.18 | 11 | 2.9 | 528
met2 | 38.9 | 133 | 46 | 8400
met4 | 1.92 | 0 | 0.89 | 163
li1 | - | 3764 | - | -
met1 | 37.1 | 3159 | 51 | 9320
met5 | 0 | - | 0 | 0
-- final cells by class --
class / count / share of cell area (%)
Clock buffer: 6 / 1.33
Clock inverter: 2 / 0.116
Inverter: 89 / 3.45
Multi-Input combinational cell: 803 / 65.2
Sequential cell: 60 / 14.9
Tap cell: 216 / 2.79
Timing Repair Buffer: 119 / 12.2
No activity file was given, so power comes from the tool's default toggle rates.
